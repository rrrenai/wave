<file path="flow/design.v">
parameter STORAGE_DEPTH = 1;
parameter PROBE_IN0_WIDTH = 33;
parameter DATA_OUT_SHIFT_WIDTH = 43;
parameter PROBE_OUT0_WIDTH = 1;
parameter PROBE_OUT0_INIT = 1'h0;
parameter NUMBER_GVIOS = 1;
parameter TRIG_LEVELS_INIT = 53'h00000000000000;
parameter MAX_DATA_DEPTH_INIT = 53'h000000000007ff;
parameter DATA_DEPTH_INIT = 53'h000000000007f3;
parameter NUM_WINDOWS_INIT = 53'h00000000000000;
parameter MATCH0_REG_M0_INIT = 53'h00000000000000;
parameter MATCH0_REG_M1_INIT = 53'h00000000000000;
parameter MATCH0_REG_M2_INIT = 53'h00000000000001;
parameter MATCH0_REG_CTRL_INIT = 53'h00000000000000;
parameter MATCH0_TRIG_CNT_INIT = 16'h0000;
parameter MATCH1_REG_M0_INIT = 16'h0000;
parameter MATCH1_REG_M1_INIT = 16'h0000;
parameter MATCH1_REG_M2_INIT = 16'h0000;
parameter MATCH1_REG_CTRL_INIT = 16'h0000;
parameter MATCH1_TRIG_CNT_INIT = 16'h0000;
parameter MATCH2_REG_M0_INIT = 16'h0000;
parameter MATCH2_REG_M1_INIT = 16'h0000;
parameter MATCH2_REG_M2_INIT = 16'h0000;
parameter MATCH2_REG_CTRL_INIT = 16'h0000;
parameter MATCH2_TRIG_CNT_INIT = 16'h0000;
parameter MATCH3_REG_M0_INIT = 16'h0000;
parameter MATCH3_REG_M1_INIT = 16'h0000;
parameter MATCH3_REG_M2_INIT = 16'h0000;
parameter MATCH3_REG_CTRL_INIT = 16'h0000;
parameter MATCH3_TRIG_CNT_INIT = 16'h0000;
parameter MATCH4_REG_M0_INIT = 16'h0000;
parameter MATCH4_REG_M1_INIT = 16'h0000;
parameter MATCH4_REG_M2_INIT = 16'h0000;
parameter MATCH4_REG_CTRL_INIT = 16'h0000;
parameter MATCH4_TRIG_CNT_INIT = 16'h0000;
parameter MATCH5_REG_M0_INIT = 16'h0000;
parameter MATCH5_REG_M1_INIT = 16'h0000;
parameter MATCH5_REG_M2_INIT = 16'h0000;
parameter MATCH5_REG_CTRL_INIT = 16'h0000;
parameter MATCH5_TRIG_CNT_INIT = 16'h0000;
parameter MATCH6_REG_M0_INIT = 16'h0000;
parameter MATCH6_REG_M1_INIT = 16'h0000;
parameter MATCH6_REG_M2_INIT = 16'h0000;
parameter MATCH6_REG_CTRL_INIT = 16'h0000;
parameter MATCH6_TRIG_CNT_INIT = 16'h0000;
parameter MATCH7_REG_M0_INIT = 16'h0000;
parameter MATCH7_REG_M1_INIT = 16'h0000;
parameter MATCH7_REG_M2_INIT = 16'h0000;
parameter MATCH7_REG_CTRL_INIT = 16'h0000;
parameter MATCH7_TRIG_CNT_INIT = 16'h0000;
parameter MATCH8_REG_M0_INIT = 16'h0000;
parameter MATCH8_REG_M1_INIT = 16'h0000;
parameter MATCH8_REG_M2_INIT = 16'h0000;
parameter MATCH8_REG_CTRL_INIT = 16'h0000;
parameter MATCH8_TRIG_CNT_INIT = 16'h0000;
parameter MATCH9_REG_M0_INIT = 16'h0000;
parameter MATCH9_REG_M1_INIT = 16'h0000;
parameter MATCH9_REG_M2_INIT = 16'h0000;
parameter MATCH9_REG_CTRL_INIT = 16'h0000;
parameter MATCH9_TRIG_CNT_INIT = 16'h0000;
parameter MATCH10_REG_M0_INIT = 16'h0000;
parameter MATCH10_REG_M1_INIT = 16'h0000;
parameter MATCH10_REG_M2_INIT = 16'h0000;
parameter MATCH10_REG_CTRL_INIT = 16'h0000;
parameter MATCH10_TRIG_CNT_INIT = 16'h0000;
parameter MATCH11_REG_M0_INIT = 16'h0000;
parameter MATCH11_REG_M1_INIT = 16'h0000;
parameter MATCH11_REG_M2_INIT = 16'h0000;
parameter MATCH11_REG_CTRL_INIT = 16'h0000;
parameter MATCH11_TRIG_CNT_INIT = 16'h0000;
parameter MATCH12_REG_M0_INIT = 16'h0000;
parameter MATCH12_REG_M1_INIT = 16'h0000;
parameter MATCH12_REG_M2_INIT = 16'h0000;
parameter MATCH12_REG_CTRL_INIT = 16'h0000;
parameter MATCH12_TRIG_CNT_INIT = 16'h0000;
parameter MATCH13_REG_M0_INIT = 16'h0000;
parameter MATCH13_REG_M1_INIT = 16'h0000;
parameter MATCH13_REG_M2_INIT = 16'h0000;
parameter MATCH13_REG_CTRL_INIT = 16'h0000;
parameter MATCH13_TRIG_CNT_INIT = 16'h0000;
parameter MATCH14_REG_M0_INIT = 16'h0000;
parameter MATCH14_REG_M1_INIT = 16'h0000;
parameter MATCH14_REG_M2_INIT = 16'h0000;
parameter MATCH14_REG_CTRL_INIT = 16'h0000;
parameter MATCH14_TRIG_CNT_INIT = 16'h0000;
parameter MATCH15_REG_M0_INIT = 16'h0000;
parameter MATCH15_REG_M1_INIT = 16'h0000;
parameter MATCH15_REG_M2_INIT = 16'h0000;
parameter MATCH15_REG_CTRL_INIT = 16'h0000;
parameter MATCH15_TRIG_CNT_INIT = 16'h0000;
parameter DATA_OUT_SHIFT_WIDTH = 53;
parameter MEM_DATA_WIDTH = 53;
parameter SIG_PORT_WIDTH = 52;
parameter CAPTURE_DATA = 1;
parameter TRIG_OUT_EN = 0;
parameter MAX_TRIG_LEVELS = 0;
parameter NUM_TRIG_PORTS = 1;
parameter STORAGE_DEPTH = 2048;
parameter TRIG_TYPE = 0;
parameter CAPTURE_TRIG_0 = 1;
parameter TRIG_PORT_WIDTH_0 = 1;
parameter CAPTURE_TRIG_1 = 1;
parameter TRIG_PORT_WIDTH_1 = 8;
parameter CAPTURE_TRIG_2 = 1;
parameter TRIG_PORT_WIDTH_2 = 8;
parameter CAPTURE_TRIG_3 = 1;
parameter TRIG_PORT_WIDTH_3 = 8;
parameter CAPTURE_TRIG_4 = 1;
parameter TRIG_PORT_WIDTH_4 = 8;
parameter CAPTURE_TRIG_5 = 1;
parameter TRIG_PORT_WIDTH_5 = 8;
parameter CAPTURE_TRIG_6 = 1;
parameter TRIG_PORT_WIDTH_6 = 8;
parameter CAPTURE_TRIG_7 = 1;
parameter TRIG_PORT_WIDTH_7 = 8;
parameter CAPTURE_TRIG_8 = 1;
parameter TRIG_PORT_WIDTH_8 = 8;
parameter CAPTURE_TRIG_9 = 1;
parameter TRIG_PORT_WIDTH_9 = 8;
parameter CAPTURE_TRIG_10 = 1;
parameter TRIG_PORT_WIDTH_10 = 8;
parameter CAPTURE_TRIG_11 = 1;
parameter TRIG_PORT_WIDTH_11 = 8;
parameter CAPTURE_TRIG_12 = 1;
parameter TRIG_PORT_WIDTH_12 = 8;
parameter CAPTURE_TRIG_13 = 1;
parameter TRIG_PORT_WIDTH_13 = 8;
parameter CAPTURE_TRIG_14 = 1;
parameter TRIG_PORT_WIDTH_14 = 8;
parameter CAPTURE_TRIG_15 = 1;
parameter TRIG_PORT_WIDTH_15 = 8;
parameter MATCH_EN_0 = 1;
parameter MATCH_CNT_WIDTH_0 = 0;
parameter MATCH_TYPE_0 = 3'b001;
parameter MATCHER_0 = 4'b0000;
parameter MATCH_EN_1 = 0;
parameter MATCH_CNT_WIDTH_1 = 8;
parameter MATCH_TYPE_1 = 3'b000;
parameter MATCHER_1 = 4'b0000;
parameter MATCH_EN_2 = 0;
parameter MATCH_CNT_WIDTH_2 = 8;
parameter MATCH_TYPE_2 = 3'b000;
parameter MATCHER_2 = 4'b0000;
parameter MATCH_EN_3 = 0;
parameter MATCH_CNT_WIDTH_3 = 8;
parameter MATCH_TYPE_3 = 3'b000;
parameter MATCHER_3 = 4'b0000;
parameter MATCH_EN_4 = 0;
parameter MATCH_CNT_WIDTH_4 = 8;
parameter MATCH_TYPE_4 = 3'b000;
parameter MATCHER_4 = 4'b0000;
parameter MATCH_EN_5 = 0;
parameter MATCH_CNT_WIDTH_5 = 8;
parameter MATCH_TYPE_5 = 3'b000;
parameter MATCHER_5 = 4'b0000;
parameter MATCH_EN_6 = 0;
parameter MATCH_CNT_WIDTH_6 = 8;
parameter MATCH_TYPE_6 = 3'b000;
parameter MATCHER_6 = 4'b0000;
parameter MATCH_EN_7 = 0;
parameter MATCH_CNT_WIDTH_7 = 8;
parameter MATCH_TYPE_7 = 3'b000;
parameter MATCHER_7 = 4'b0000;
parameter MATCH_EN_8 = 0;
parameter MATCH_CNT_WIDTH_8 = 8;
parameter MATCH_TYPE_8 = 3'b000;
parameter MATCHER_8 = 4'b0000;
parameter MATCH_EN_9 = 0;
parameter MATCH_CNT_WIDTH_9 = 8;
parameter MATCH_TYPE_9 = 3'b000;
parameter MATCHER_9 = 4'b0000;
parameter MATCH_EN_10 = 0;
parameter MATCH_CNT_WIDTH_10 = 8;
parameter MATCH_TYPE_10 = 3'b000;
parameter MATCHER_10 = 4'b0000;
parameter MATCH_EN_11 = 0;
parameter MATCH_CNT_WIDTH_11 = 8;
parameter MATCH_TYPE_11 = 3'b000;
parameter MATCHER_11 = 4'b0000;
parameter MATCH_EN_12 = 0;
parameter MATCH_CNT_WIDTH_12 = 8;
parameter MATCH_TYPE_12 = 3'b000;
parameter MATCHER_12 = 4'b0000;
parameter MATCH_EN_13 = 0;
parameter MATCH_CNT_WIDTH_13 = 8;
parameter MATCH_TYPE_13 = 3'b000;
parameter MATCHER_13 = 4'b0000;
parameter MATCH_EN_14 = 0;
parameter MATCH_CNT_WIDTH_14 = 8;
parameter MATCH_TYPE_14 = 3'b000;
parameter MATCHER_14 = 4'b0000;
parameter MATCH_EN_15 = 0;
parameter MATCH_CNT_WIDTH_15 = 8;
parameter MATCH_TYPE_15 = 3'b000;
parameter MATCHER_15 = 4'b0000;
parameter NUMBER_AOS = 1;
parameter WDEPTH = 1024;
parameter ASIZE = 10;
parameter WDSIZE = 32;
parameter RDEPTH = 512;
parameter RASIZE = 9;
parameter RDSIZE = 64;
parameter AFULL = 1;
parameter AEMPT = 1;
module rstn_gen(clk,rstn);
input clk;
output reg rstn;
reg [15:0] cnt = 0;
always @(posedge clk) begin
    cnt<=cnt+1'b1;
    if (cnt >= 5 && cnt<=10) 
        rstn <=0;
    else    
        rstn <=1; 
end
endmodule
</file>
<file path="flow/run.sh">
#!/bin/bash
# OpenROAD 26Q1-2900-gdf79404cd8, Yosys 0.63+post, stock flow scripts
make -C /OpenROAD-flow-scripts/flow DESIGN_CONFIG=/design/flow/config.mk WORK_HOME=/design/flow/orfs finish
</file>
<file path="flow/config.mk">
export PLATFORM = sky130hd
export DESIGN_NAME = rstn_gen
export DESIGN_NICKNAME = rstn_gen
export VERILOG_FILES = /design/flow/design.v
export SDC_FILE = /design/flow/constraint.sdc
export NUM_CORES = 4
export LEC_CHECK = 1
export CORE_AREA = 10 10 88 88
export DIE_AREA = 0 0 98 98
</file>
<file path="flow/constraint.sdc">
current_design rstn_gen

set clk_period 2.3
set clk_io_pct 0.2

create_clock -name clk0 -period $clk_period [get_ports {clk}]

set non_clock_inputs [all_inputs -no_clocks]
set_input_delay [expr $clk_period * $clk_io_pct] -clock clk0 $non_clock_inputs
set_output_delay [expr $clk_period * $clk_io_pct] -clock clk0 [all_outputs]
</file>
==> impl_metrics.toml <==
# generated from flow reports
[yosys]
netlist_area_um2 = 759
yosysCellCount = 72
async_flop_share_pct = 0
yosysTopAreaCellShare_pct = 44.8
ys_seq_share_pct = 44.8
synth_cells = 72
synth_area_leader_cell = "dfxtp_1"
ys_ff = 17
top_cells_by_area = "dfxtp_1 (45%), xor2_1 (12%), ha_1 (6.6%)"
synth-warning-count = 1
syn_area_per_cell_um2 = 10.5
synth_cell_types = 18
edf_count = 0
ys_area_um2 = 759
yosysMostFrequentCell = "dfxtp_1"
flop_cell = "dfxtp_1"
common_cells = "dfxtp_1 (17), xor2_1 (10), inv_1 (6), nand2_1 (6)"

[routing]
route.met3.wl_um = 51
wl_mm = 1.10
routed-wl-met2_um = 470
vias = 464
drt_iter0_drc = 5
vias_per_cell = 3.05
wire_per_inst_um = 7.25
drtPass1Iterations = 3
m1WireLength_um = 580
drtAntennaViolNets = 0
diodes = 0
highest_layer = "met3"
drcViolationCount = 0

[worst_setup_path]
cp-start-kind = "flop"
reg2reg_depth = 4
worstReg2RegEnd = "cnt[10]"
path_buffers = 1
cp.arrival_ns = 1.00
r2r_start = "cnt[0]"
cp.depth = 1
slowest_delay_ns = 0.46
rrSetupSlack_ns = 1.01
path_cells = "clkdlybuf4s50_1"
critPathKind = "flop to output pin"
end_kind = "output pin"
cp_slowest_cell = "clkdlybuf4s50_1"
cp_top_family = "buffers and inverters"
cp_max_fo = 1
cp.required_ns = 1.84

[place]
dpl-instance-area_um2 = 863
gp_congestion = 0.758
dp_slack_ns = 1.01
place_inst = 148
io_buffers = 1
dp_hpwl_um = 806

[final_timing]
whs_ns = 0.477
min_period_ns = 1.46
hold_viol = 0
max_freq_mhz = 683
finalSetupTns_ns = 0
rsz0062_at_grt = "false"
layout_setup_ws_ns = 0.837
tightestPinTransition_ns = 0.284
skew_ns = 0.00485
fin_crit_sh_pct = 63.6
setup_violations = 0
slew_headroom_pct = 80.9
final_max_slew_viol_count = 0

[floorplan]
die_x_um = 98
die_h_um = 98
dieArea_um2 = 9600
io_pins = 2
core_region_area_um2 = 5920
fp_util_pct = 12.8
rows = 28

[flow_run]
warning_count = 28
drv_cap = 0

[power_and_ir_drop]
sw_frac_of_total_pct = 18.2
leakage_nw = 0.368
pwr-share-clk_pct = 42.3
p_seq_share_pct = 57.7
combPwrFrac_pct = 0
p_int_uw = 417
power.total_uw = 510
p_switching_uw = 92.9
power.density_nw_per_um2 = 561
max-vdd-ir-drop_uv = 341

[clocking]
path_clk_slew_ns = 0.06
post_cts_buffers = 0
cts_made_buffers = 3
cts-root-buf = "clkbuf_8"
holdBufCountCts = 0
tritoncts = "done"
ctsResizeCount = 0
clkLatencyLatePin_ns = 0.25
cts_buffer_depth = 2
htreeDepth = 1
cts_sinks = 17

[cells_and_area]
instances_no_fill = 152
drive_gt1_share_pct = 14.3
syn_to_final_growth_pct = 19.6
finalInstanceArea_um2 = 908
utilization_pct = 15.3
fillers = 645

[min_path]
min_path_cells = 1
hold-path-endpoint = "cnt[15]"
min_path_type = "flop to flop"
min_from = "cnt[15]"

[global_routing]
grt_overflow = 0
first_global_vias = 471
antenna_found_initial = 0
grt_max_degree = 10
grt_util_all_layers_pct = 2.50
grt_pass1_wl_mm = 2.10

[run_status]
status = "finished clean"
==> state kept, by name (all words and copies together) (netlist names) <==
name,count
cnt,16
rstn,1
==> layer usage <==
metal	vias up	global-route usage, %
met5	-	0
met1	202	3.36
li1	257	-
met2	5	3.86
met3	0	0.996
met4	0	0.112
==> cells by family (layout without fill, tap and decap cells) <==
kind of cell | after synthesis | in the layout | share of synthesized area [%]
simple gates | 28 | 28 | 27.0
flops | 17 | 17 | 44.8
xor+xnor | 14 | 14 | 16.1
buf+inv | 6 | 11 | 2.97
fa+ha+maj | 4 | 4 | 6.59
compound gates | 3 | 3 | 2.47
==> power by group through the flow <==
stage | clock network (mW) | logic (mW) | registers [mW]
4_1_cts | 0.225 | 0.000000209 | 0.294
5_1_grt | 0.239 | 0.000000209 | 0.294
6_report | 0.216 | 0.000000209 | 0.294
==> layout make-up <==
type	count	area, um2	area share (%)
sequential	17	340	37.5
timing repair buffer	1	10.0	1.10
inverter	6	22.5	2.48
tap	75	93.8	10.3
clock buffer	4	45.0	4.96
multi-input combinational	49	397	43.7
==> layout by cell type, fill, tap and decap left out, drive strengths merged <==
master          n
dfxtp          17
xor2           10
nor4            7
inv             6
nand2           6
nand3           5
nor3            4
xnor2           4
ha              4
clkbuf          4
nor2            3
nand4           3
o21ai           2
a211o           1
clkdlybuf4s50   1
==> worst max path at each step <==
stage | from | end | slack (ns)
after CTS | rstn | rstn | 0.81
after global routing | rstn | rstn | 0.80
final | rstn | rstn | 0.84
Power figures rest on the tool's default switching activity, not on a simulated workload.
