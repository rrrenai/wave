[design.v]
parameter STORAGE_DEPTH = 1;
parameter PROBE_IN0_WIDTH = 33;
parameter DATA_OUT_SHIFT_WIDTH = 43;
parameter PROBE_OUT0_WIDTH = 1;
parameter PROBE_OUT0_INIT = 1'h0;
parameter NUMBER_GVIOS = 1;
parameter TRIG_LEVELS_INIT = 53'h00000000000000;
parameter MAX_DATA_DEPTH_INIT = 53'h000000000007ff;
parameter DATA_DEPTH_INIT = 53'h000000000007f3;
parameter NUM_WINDOWS_INIT = 53'h00000000000000;
parameter MATCH0_REG_M0_INIT = 53'h00000000000000;
parameter MATCH0_REG_M1_INIT = 53'h00000000000000;
parameter MATCH0_REG_M2_INIT = 53'h00000000000001;
parameter MATCH0_REG_CTRL_INIT = 53'h00000000000000;
parameter MATCH0_TRIG_CNT_INIT = 16'h0000;
parameter MATCH1_REG_M0_INIT = 16'h0000;
parameter MATCH1_REG_M1_INIT = 16'h0000;
parameter MATCH1_REG_M2_INIT = 16'h0000;
parameter MATCH1_REG_CTRL_INIT = 16'h0000;
parameter MATCH1_TRIG_CNT_INIT = 16'h0000;
parameter MATCH2_REG_M0_INIT = 16'h0000;
parameter MATCH2_REG_M1_INIT = 16'h0000;
parameter MATCH2_REG_M2_INIT = 16'h0000;
parameter MATCH2_REG_CTRL_INIT = 16'h0000;
parameter MATCH2_TRIG_CNT_INIT = 16'h0000;
parameter MATCH3_REG_M0_INIT = 16'h0000;
parameter MATCH3_REG_M1_INIT = 16'h0000;
parameter MATCH3_REG_M2_INIT = 16'h0000;
parameter MATCH3_REG_CTRL_INIT = 16'h0000;
parameter MATCH3_TRIG_CNT_INIT = 16'h0000;
parameter MATCH4_REG_M0_INIT = 16'h0000;
parameter MATCH4_REG_M1_INIT = 16'h0000;
parameter MATCH4_REG_M2_INIT = 16'h0000;
parameter MATCH4_REG_CTRL_INIT = 16'h0000;
parameter MATCH4_TRIG_CNT_INIT = 16'h0000;
parameter MATCH5_REG_M0_INIT = 16'h0000;
parameter MATCH5_REG_M1_INIT = 16'h0000;
parameter MATCH5_REG_M2_INIT = 16'h0000;
parameter MATCH5_REG_CTRL_INIT = 16'h0000;
parameter MATCH5_TRIG_CNT_INIT = 16'h0000;
parameter MATCH6_REG_M0_INIT = 16'h0000;
parameter MATCH6_REG_M1_INIT = 16'h0000;
parameter MATCH6_REG_M2_INIT = 16'h0000;
parameter MATCH6_REG_CTRL_INIT = 16'h0000;
parameter MATCH6_TRIG_CNT_INIT = 16'h0000;
parameter MATCH7_REG_M0_INIT = 16'h0000;
parameter MATCH7_REG_M1_INIT = 16'h0000;
parameter MATCH7_REG_M2_INIT = 16'h0000;
parameter MATCH7_REG_CTRL_INIT = 16'h0000;
parameter MATCH7_TRIG_CNT_INIT = 16'h0000;
parameter MATCH8_REG_M0_INIT = 16'h0000;
parameter MATCH8_REG_M1_INIT = 16'h0000;
parameter MATCH8_REG_M2_INIT = 16'h0000;
parameter MATCH8_REG_CTRL_INIT = 16'h0000;
parameter MATCH8_TRIG_CNT_INIT = 16'h0000;
parameter MATCH9_REG_M0_INIT = 16'h0000;
parameter MATCH9_REG_M1_INIT = 16'h0000;
parameter MATCH9_REG_M2_INIT = 16'h0000;
parameter MATCH9_REG_CTRL_INIT = 16'h0000;
parameter MATCH9_TRIG_CNT_INIT = 16'h0000;
parameter MATCH10_REG_M0_INIT = 16'h0000;
parameter MATCH10_REG_M1_INIT = 16'h0000;
parameter MATCH10_REG_M2_INIT = 16'h0000;
parameter MATCH10_REG_CTRL_INIT = 16'h0000;
parameter MATCH10_TRIG_CNT_INIT = 16'h0000;
parameter MATCH11_REG_M0_INIT = 16'h0000;
parameter MATCH11_REG_M1_INIT = 16'h0000;
parameter MATCH11_REG_M2_INIT = 16'h0000;
parameter MATCH11_REG_CTRL_INIT = 16'h0000;
parameter MATCH11_TRIG_CNT_INIT = 16'h0000;
parameter MATCH12_REG_M0_INIT = 16'h0000;
parameter MATCH12_REG_M1_INIT = 16'h0000;
parameter MATCH12_REG_M2_INIT = 16'h0000;
parameter MATCH12_REG_CTRL_INIT = 16'h0000;
parameter MATCH12_TRIG_CNT_INIT = 16'h0000;
parameter MATCH13_REG_M0_INIT = 16'h0000;
parameter MATCH13_REG_M1_INIT = 16'h0000;
parameter MATCH13_REG_M2_INIT = 16'h0000;
parameter MATCH13_REG_CTRL_INIT = 16'h0000;
parameter MATCH13_TRIG_CNT_INIT = 16'h0000;
parameter MATCH14_REG_M0_INIT = 16'h0000;
parameter MATCH14_REG_M1_INIT = 16'h0000;
parameter MATCH14_REG_M2_INIT = 16'h0000;
parameter MATCH14_REG_CTRL_INIT = 16'h0000;
parameter MATCH14_TRIG_CNT_INIT = 16'h0000;
parameter MATCH15_REG_M0_INIT = 16'h0000;
parameter MATCH15_REG_M1_INIT = 16'h0000;
parameter MATCH15_REG_M2_INIT = 16'h0000;
parameter MATCH15_REG_CTRL_INIT = 16'h0000;
parameter MATCH15_TRIG_CNT_INIT = 16'h0000;
parameter DATA_OUT_SHIFT_WIDTH = 53;
parameter MEM_DATA_WIDTH = 53;
parameter SIG_PORT_WIDTH = 52;
parameter CAPTURE_DATA = 1;
parameter TRIG_OUT_EN = 0;
parameter MAX_TRIG_LEVELS = 0;
parameter NUM_TRIG_PORTS = 1;
parameter STORAGE_DEPTH = 2048;
parameter TRIG_TYPE = 0;
parameter CAPTURE_TRIG_0 = 1;
parameter TRIG_PORT_WIDTH_0 = 1;
parameter CAPTURE_TRIG_1 = 1;
parameter TRIG_PORT_WIDTH_1 = 8;
parameter CAPTURE_TRIG_2 = 1;
parameter TRIG_PORT_WIDTH_2 = 8;
parameter CAPTURE_TRIG_3 = 1;
parameter TRIG_PORT_WIDTH_3 = 8;
parameter CAPTURE_TRIG_4 = 1;
parameter TRIG_PORT_WIDTH_4 = 8;
parameter CAPTURE_TRIG_5 = 1;
parameter TRIG_PORT_WIDTH_5 = 8;
parameter CAPTURE_TRIG_6 = 1;
parameter TRIG_PORT_WIDTH_6 = 8;
parameter CAPTURE_TRIG_7 = 1;
parameter TRIG_PORT_WIDTH_7 = 8;
parameter CAPTURE_TRIG_8 = 1;
parameter TRIG_PORT_WIDTH_8 = 8;
parameter CAPTURE_TRIG_9 = 1;
parameter TRIG_PORT_WIDTH_9 = 8;
parameter CAPTURE_TRIG_10 = 1;
parameter TRIG_PORT_WIDTH_10 = 8;
parameter CAPTURE_TRIG_11 = 1;
parameter TRIG_PORT_WIDTH_11 = 8;
parameter CAPTURE_TRIG_12 = 1;
parameter TRIG_PORT_WIDTH_12 = 8;
parameter CAPTURE_TRIG_13 = 1;
parameter TRIG_PORT_WIDTH_13 = 8;
parameter CAPTURE_TRIG_14 = 1;
parameter TRIG_PORT_WIDTH_14 = 8;
parameter CAPTURE_TRIG_15 = 1;
parameter TRIG_PORT_WIDTH_15 = 8;
parameter MATCH_EN_0 = 1;
parameter MATCH_CNT_WIDTH_0 = 0;
parameter MATCH_TYPE_0 = 3'b001;
parameter MATCHER_0 = 4'b0000;
parameter MATCH_EN_1 = 0;
parameter MATCH_CNT_WIDTH_1 = 8;
parameter MATCH_TYPE_1 = 3'b000;
parameter MATCHER_1 = 4'b0000;
parameter MATCH_EN_2 = 0;
parameter MATCH_CNT_WIDTH_2 = 8;
parameter MATCH_TYPE_2 = 3'b000;
parameter MATCHER_2 = 4'b0000;
parameter MATCH_EN_3 = 0;
parameter MATCH_CNT_WIDTH_3 = 8;
parameter MATCH_TYPE_3 = 3'b000;
parameter MATCHER_3 = 4'b0000;
parameter MATCH_EN_4 = 0;
parameter MATCH_CNT_WIDTH_4 = 8;
parameter MATCH_TYPE_4 = 3'b000;
parameter MATCHER_4 = 4'b0000;
parameter MATCH_EN_5 = 0;
parameter MATCH_CNT_WIDTH_5 = 8;
parameter MATCH_TYPE_5 = 3'b000;
parameter MATCHER_5 = 4'b0000;
parameter MATCH_EN_6 = 0;
parameter MATCH_CNT_WIDTH_6 = 8;
parameter MATCH_TYPE_6 = 3'b000;
parameter MATCHER_6 = 4'b0000;
parameter MATCH_EN_7 = 0;
parameter MATCH_CNT_WIDTH_7 = 8;
parameter MATCH_TYPE_7 = 3'b000;
parameter MATCHER_7 = 4'b0000;
parameter MATCH_EN_8 = 0;
parameter MATCH_CNT_WIDTH_8 = 8;
parameter MATCH_TYPE_8 = 3'b000;
parameter MATCHER_8 = 4'b0000;
parameter MATCH_EN_9 = 0;
parameter MATCH_CNT_WIDTH_9 = 8;
parameter MATCH_TYPE_9 = 3'b000;
parameter MATCHER_9 = 4'b0000;
parameter MATCH_EN_10 = 0;
parameter MATCH_CNT_WIDTH_10 = 8;
parameter MATCH_TYPE_10 = 3'b000;
parameter MATCHER_10 = 4'b0000;
parameter MATCH_EN_11 = 0;
parameter MATCH_CNT_WIDTH_11 = 8;
parameter MATCH_TYPE_11 = 3'b000;
parameter MATCHER_11 = 4'b0000;
parameter MATCH_EN_12 = 0;
parameter MATCH_CNT_WIDTH_12 = 8;
parameter MATCH_TYPE_12 = 3'b000;
parameter MATCHER_12 = 4'b0000;
parameter MATCH_EN_13 = 0;
parameter MATCH_CNT_WIDTH_13 = 8;
parameter MATCH_TYPE_13 = 3'b000;
parameter MATCHER_13 = 4'b0000;
parameter MATCH_EN_14 = 0;
parameter MATCH_CNT_WIDTH_14 = 8;
parameter MATCH_TYPE_14 = 3'b000;
parameter MATCHER_14 = 4'b0000;
parameter MATCH_EN_15 = 0;
parameter MATCH_CNT_WIDTH_15 = 8;
parameter MATCH_TYPE_15 = 3'b000;
parameter MATCHER_15 = 4'b0000;
parameter NUMBER_AOS = 1;
parameter WDEPTH = 1024;
parameter ASIZE = 10;
parameter WDSIZE = 32;
parameter RDEPTH = 512;
parameter RASIZE = 9;
parameter RDSIZE = 64;
parameter AFULL = 1;
parameter AEMPT = 1;
module pwn_audio_out #(
    parameter WIDTH = 16
)(
    input clk,
    input rst_n,
    input signed [WIDTH - 1:0] sample_in,
    output pwm_out
);
    reg signed [WIDTH:0] acc;
    always @(posedge clk or negedge rst_n) begin
        if (!rst_n)
        acc <= 0;
        else
            acc <= acc + sample_in - { {WIDTH - 1{1'b0}}, pwm_out }; 
    end
    assign pwm_out = acc[WIDTH];
endmodule
[run.sh]
#!/bin/bash
# OpenROAD 26Q1-2900-gdf79404cd8, Yosys 0.63+post, stock flow scripts
make -C /OpenROAD-flow-scripts/flow DESIGN_CONFIG=/design/flow/config.mk WORK_HOME=/design/flow/orfs finish
[config.mk]
export PLATFORM = sky130hd
export DESIGN_NAME = pwn_audio_out
export DESIGN_NICKNAME = pwn_audio_out
export VERILOG_FILES = /design/flow/design.v
export SDC_FILE = /design/flow/constraint.sdc
export NUM_CORES = 4
export LEC_CHECK = 1
export CORE_UTILIZATION = 30
[constraint.sdc]
current_design pwn_audio_out

set clk_period 7.8
set clk_io_pct 0.2

create_clock -name clk0 -period $clk_period [get_ports {clk}]

set non_clock_inputs [all_inputs -no_clocks]
set_input_delay [expr $clk_period * $clk_io_pct] -clock clk0 $non_clock_inputs
set_output_delay [expr $clk_period * $clk_io_pct] -clock clk0 [all_outputs]
==> flow_results.org <==
#+TITLE: Synthesis and PnR summary

** Placement
- Routability-driven placement finished with a final weighted congestion of 0.825.
- Dpl hpwl :: 2300 um
- Total cell area at the placement stage :: 1960 sq um
- Cell count after placement :: 299
- Per the placement log, port buffering inserted 18 buffers.

** Job
- Number of warnings the tools reported :: 25
- Number of max-capacitance violations reported :: 0

** CTS
- The later pin in the worst-skew pair is clocked with a latency of 250 ps.
- The root buffer cell chosen for the clock tree is sky130_fd_sc_hd__clkbuf_8.
- Max clock buf depth :: 2
- TritonCTS buffer count :: 3
- Hold bufs inserted after CTS :: 0
- Clock tree from TritonCTS :: yes
- Depth of the CTS H-tree :: 1
- Post-CTS repair ended up resizing 0 cells.
- The registers of the reported paths see a clock transition of 70 ps.
- After clock tree synthesis, the setup repair step added 0 buffers.
- TritonCTS Sinks :: 17

** Global routing
- Maximum number of pins on one net before global-route repair :: 18
- Initial antenna violation count :: 0
- Overflow left after global routing :: 0
- Total global-route track usage over all layers is 10.5%.
- The number of global-route vias before repair is 1219.
- First-pass GRT wire length :: 5080 um

** Synth
- Per Yosys stat, the portion of area used by sequential elements is 24.7%.
- After synthesis, the largest area contributor takes up 24.7% of total cell area.
- Yosys top cell by area :: sky130_fd_sc_hd__dfrtp_1
- Ranked by total cell area, the synthesized netlist is headed by sky130_fd_sc_hd__dfrtp_1 25%, sky130_fd_sc_hd__ha_1 23%, sky130_fd_sc_hd__inv_1 14%, sky130_fd_sc_hd__a21oi_1 4.9%, sky130_fd_sc_hd__xnor2_1 4.6%.
- According to the Yosys statistics, the synthesized design has a chip area of 1720 sq um.
- Before any placement, the netlist area is recorded as 1720 sq um.
- Post-Syn Instances :: 213
- Post-synthesis sequential element count :: 17
- Counting the warning lines in the Yosys log gives 1.
- # Cells Yosys :: 213
- Yosys mapped the design onto 35 distinct sky130hd cell types.
- A synthesized cell averages 8.09 sq um.

** Min path
- Hold/Removal Path Class :: reg -> reg

** Route
- Antenna Violating Nets Remaining :: 0
- Per the log, the first TritonRoute iteration ended with a DRC count of 61.
- Overall via count from detail_route :: 1288
- Count of unresolved DRC violations after routing :: 0
- For this run, the detailed router's first-pass iteration total came to 4.
- Total wire length :: 2810 um
- The repair_antennas step left the layout with diodes totalling 0.
- Wire length per cell :: 9.26 um
- Drt via density :: 4.25

** Finish
- Number of flip-flops under the largest register name :: 17
- Final standard cell count with taps included and fillers excluded :: 303
- Fill cell count :: 589
- The final report gives the standard cell area, fillers excluded, as 2000 sq um.
- Ranked by flip-flop count, first place goes to acc.
- The largest registers in the layout are acc: 17 flops.
- Layout area overhead :: 16.3%
- Share of final-layout standard cells stronger than drive strength 1 :: 4.76%

** Setup path
- The critical path maximum fanout is 3.
- Capturing element type of the critical path :: flop
- Data arrival time of the worst path :: 3730 ps
- The worst setup path is launched from a primary input.
- For the worst setup path, the data required time is 7940 ps.
- The setup path with the least slack is of type in -> reg.

** STA
- Setup repair after global routing left no endpoint under its margin.
- Counting endpoints that fail hold in the final report gives 0.
- Max Freq :: 278 MHz
- After layout, the minimum clock period comes to 3590 ps.
- Dividing the final minimum period by the clock period gives 46.0%.
- Clock skew on the completed layout was measured at 4.71 ps.
- Worst Max-Slew Pin Slew :: 459 ps
- Final number of setup-violating endpoints :: 0
- Max-slew headroom :: 69.2%
- Setup total negative slack :: 0 ps
- Total count of max-transition violations in the final report :: 0

** Die
- Row Count :: 27
- Die H :: 77.8 um
- Die area :: 6050 sq um
- In this run the standard cell core region covers 5510 sq um.
- The die is 77.8 um wide.
- 19 I/O pins were placed.
- At the floorplan stage, the core utilization is reported as 31.3%.

** Status
- Result of the run :: complete, no violations
-- worst paths after layout --
check / cells after the start / slack (ps) / endpoint / from
worst min register to register: 2 / 630 / acc[16]$_DFF_PN0_ / acc[16]$_DFF_PN0_
worst min-delay path: 2 / 630 / acc[16]$_DFF_PN0_ / acc[16]$_DFF_PN0_
min in group asynchronous: 2 / 1640 / acc[6]$_DFF_PN0_ / rst_n
worst max register to register: 9 / 5420 / acc[12]$_DFF_PN0_ / acc[16]$_DFF_PN0_
worst max-delay path: 10 / 4210 / acc[12]$_DFF_PN0_ / sample_in[1]
max in group asynchronous: 2 / 5970 / acc[14]$_DFF_PN0_ / rst_n
-- synth_stat cells --
library cell and count:
sky130_fd_sc_hd__inv_1 63, sky130_fd_sc_hd__ha_1 32, sky130_fd_sc_hd__a21oi_1 17, sky130_fd_sc_hd__dfrtp_1 17, sky130_fd_sc_hd__nand2_1 10, sky130_fd_sc_hd__xnor2_1 9, sky130_fd_sc_hd__nand3_1 7, sky130_fd_sc_hd__nor2_1 6
sky130_fd_sc_hd__o21ai_0 6, sky130_fd_sc_hd__xor2_1 5, sky130_fd_sc_hd__a21o_1 4, sky130_fd_sc_hd__nor3_1 4, sky130_fd_sc_hd__and3_1 3, sky130_fd_sc_hd__nand4_1 3, sky130_fd_sc_hd__o21ai_1 3, sky130_fd_sc_hd__a211oi_2 2
sky130_fd_sc_hd__and2_1 2, sky130_fd_sc_hd__buf_4 2, sky130_fd_sc_hd__buf_6 2, sky130_fd_sc_hd__a211oi_1 1, sky130_fd_sc_hd__a21oi_2 1, sky130_fd_sc_hd__a22oi_1 1, sky130_fd_sc_hd__a41oi_1 1, sky130_fd_sc_hd__and4b_1 1
sky130_fd_sc_hd__clkbuf_2 1, sky130_fd_sc_hd__fa_1 1, sky130_fd_sc_hd__mux2i_1 1, sky130_fd_sc_hd__nor2b_1 1, sky130_fd_sc_hd__nor3_2 1, sky130_fd_sc_hd__o2111ai_1 1, sky130_fd_sc_hd__o211a_4 1, sky130_fd_sc_hd__o21ai_2 1
sky130_fd_sc_hd__o21bai_1 1, sky130_fd_sc_hd__o22ai_1 1, sky130_fd_sc_hd__o31ai_1 1
-- logic make-up after synthesis --
family,Yosys count,share of synthesized area [%]
DFF,17,24.7
xor gates and xnor gates,14,7.12
AOI/OAI and AO/OA,42,15.9
buffers and inverters,68,16.2
adders and majority gates,33,24.4
and+or+nand+nor,38,11.1
muxes,1,0.581
-- worst max-delay path, cell delays in order --
cell                              delay, ps
sky130_fd_sc_hd__clkdlybuf4s50_1        450
sky130_fd_sc_hd__inv_1                   40
sky130_fd_sc_hd__ha_1                   260
sky130_fd_sc_hd__inv_1                   60
sky130_fd_sc_hd__fa_1                   450
sky130_fd_sc_hd__nand3_1                160
sky130_fd_sc_hd__a211oi_2               100
sky130_fd_sc_hd__nor3_1                 410
sky130_fd_sc_hd__o21ai_2                 90
sky130_fd_sc_hd__xor2_1                 150
-- stage by stage --
| stage | hold WS [ps] | utilization (%) | worst slack [ps] |
|---|---|---|---|
| after floorplan | 564 | - | 4600 |
| after global placement | 619 | 35.6 | 3930 |
| after detailed placement | 627 | 35.6 | 3920 |
| after CTS | 640 | 36.4 | 4200 |
| after global routing | 677 | 36.4 | 4070 |
| final | 628 | 36.4 | 4210 |
-- cell usage in the layout, fill, tap and decap left out, types with 2 or more instances in the layout --
cell type / synthesis / layout
sky130_fd_sc_hd__a21oi_1: 17 / 17
sky130_fd_sc_hd__and3_1: 3 / 3
sky130_fd_sc_hd__nor3_1: 4 / 4
sky130_fd_sc_hd__o21ai_1: 3 / 3
sky130_fd_sc_hd__and2_1: 2 / 2
sky130_fd_sc_hd__nand4_1: 3 / 3
sky130_fd_sc_hd__dfrtp_1: 17 / 17
sky130_fd_sc_hd__clkbuf_8: 0 / 3
sky130_fd_sc_hd__nor2_1: 6 / 6
sky130_fd_sc_hd__ha_1: 32 / 32
sky130_fd_sc_hd__a211oi_2: 2 / 2
sky130_fd_sc_hd__inv_1: 63 / 63
sky130_fd_sc_hd__o21ai_0: 6 / 6
sky130_fd_sc_hd__nand3_1: 7 / 7
sky130_fd_sc_hd__xnor2_1: 9 / 9
sky130_fd_sc_hd__clkdlybuf4s50_1: 0 / 18
sky130_fd_sc_hd__a21o_1: 4 / 4
sky130_fd_sc_hd__nand2_1: 10 / 10
sky130_fd_sc_hd__xor2_1: 5 / 5
-- layer usage --
| layer | routed length, um | GRT usage [%] |
|---|---|---|
| met1 | 1460 | 16.2 |
| met2 | 1230 | 16.1 |
| met3 | 110 | 1.91 |
| met4 | 9 | 0.755 |
| met5 | 0 | 0 |
-- layout make-up --
class / instances / area (sq um) / area share [%]
well taps: 72 / 90.1 / 4.49
multi-input cells: 128 / 1020 / 50.8
flip-flops and latches: 17 / 425 / 21.2
repair buffers: 19 / 188 / 9.36
inverters: 63 / 236 / 11.8
clock buffers: 3 / 41.3 / 2.06
clock inverters: 1 / 5.00 / 0.250
